**flow/design.v**
```verilog
`timescale 1ns/1ps
module Sum #(
    parameter NOF_BITS = 32
)(
    input  wire                    clk,
    input  wire                    rst_n,
    input  wire                    data_first,
    input  wire                    data_last,
    input  wire [NOF_BITS-1:0]     data_in,
    output reg  [NOF_BITS:0]       data_out,
    output reg                     busy,
    output reg                     done
);
    localparam IDLE = 3'b001;
    localparam BUSY = 3'b010;
    localparam DONE = 3'b100;
    reg [2:0] state, next_state;
    reg [NOF_BITS:0] acc, acc_next;
    reg busy_next, done_next;
    always @(*) begin
        next_state = state;
        acc_next   = acc;
        busy_next  = 1'b0;
        done_next  = 1'b0;
        case (state)
            IDLE: begin
                if (data_first) begin
                    acc_next  = {1'b0, data_in};
                    busy_next = 1'b1;
                    if (data_last) begin
                        next_state = DONE;
                    end else begin
                        next_state = BUSY;
                    end
                end
            end
            BUSY: begin
                busy_next = 1'b1;
                acc_next  = acc + data_in;
                if (data_last) begin
                    next_state = DONE;
                end else begin
                    next_state = BUSY;
                end
            end
            DONE: begin
                done_next  = 1'b1;
                busy_next  = 1'b0;
                next_state = IDLE;    
            end
            default: begin
                next_state = IDLE;
            end
        endcase
    end
    always @(posedge clk or negedge rst_n) begin
        if (!rst_n) begin
            state    <= IDLE;
            acc      <= {NOF_BITS+1{1'b0}};
            data_out <= {NOF_BITS+1{1'b0}};
            busy     <= 1'b0;
            done     <= 1'b0;
        end else begin
            state <= next_state;
            acc   <= acc_next;
            busy <= busy_next;
            done <= done_next;
            if (next_state == DONE) begin
                data_out <= acc_next;
            end
        end
    end
endmodule
```
**flow/run.sh**
```bash
#!/bin/bash
# OpenROAD 26Q1-2900-gdf79404cd8, Yosys 0.63+post, stock flow scripts
make -C /OpenROAD-flow-scripts/flow DESIGN_CONFIG=/design/flow/config.mk WORK_HOME=/design/flow/orfs finish
```
**flow/config.mk**
```make
export PLATFORM = sky130hd
export DESIGN_NAME = Sum
export DESIGN_NICKNAME = Sum
export VERILOG_FILES = /design/flow/design.v
export SDC_FILE = /design/flow/constraint.sdc
export NUM_CORES = 4
export LEC_CHECK = 1
export CORE_UTILIZATION = 30
```
**flow/constraint.sdc**
```tcl
current_design Sum

set clk_period 18.3
set clk_io_pct 0.2

create_clock -name clk0 -period $clk_period [get_ports {clk}]

set non_clock_inputs [all_inputs -no_clocks]
set_input_delay [expr $clk_period * $clk_io_pct] -clock clk0 $non_clock_inputs
set_output_delay [expr $clk_period * $clk_io_pct] -clock clk0 [all_outputs]
```
==> flow_summary.yaml <==
# flow metrics
die:
  die_x_um: 128
  pin_count: 71
  die_h_um: 128
  fp_util_pct: 31.0
  fp-row-count: 45
  die_area_mm2: 0.0164
  fp.coreArea_mm2: 0.0154
logic_synthesis:
  synth_stat.cells: 497
  synth_area_mm2: 0.00477
  area_leaders: "dfrtp_1 (37%), ha_1 (8.4%), a21oi_1 (4.2%), mux2_2 (4.0%), mux2i_1 (3.4%)"
  synth_top_cell_by_count: "dfrtp_1"
  syn_inst: 497
  synth_cell_types: 70
  ff_type: "dfrtp_1"
  synth-edff-count: 0
  ys_warn_count: 1
  yosys_area_mm2: 0.00477
  common_cells: "dfrtp_1 (70), a21oi_1 (40), nand2_1 (39)"
  postSynthSeqShare_pct: 37.3
  async_reset_ff_share_pct: 100
  ys.flops: 71
  avgSynthCellArea_um2: 9.60
  yosys.area.top_type: "dfrtp_1"
  netlist.area_leader.share_pct: 36.7
timing:
  drv_slew: 0
  tns_ps: 0
  finalHoldViolCount: 0
  worstMarginPinSlew_ps: 681
  max_freq_mhz: 159
  fin_crit_sh_pct: 34.3
  setup_viol_count_final: 0
  relSlewSlack_pct: 54.6
  fin_skew_ps: 7.57
  period_needed_ps: 6270
  rsz0062_at_grt: "false"
placement:
  dp_hpwl_um: 8580
  routabilityCongestion: 0.860
  placed_area_mm2: 0.00569
  numPortBuffers: 70
clock_network:
  clk_latency_ps: 340
  cts_root_buffer: "clkbuf_16"
  cts_max_path_buffers: 2
  cts_tree: "built"
  cts_sinks: 71
  path_clk_slew_ps: 60
  cts_buffers: 9
  hold_buffers: 0
  cts_max_level: 3
  cts_setup_buffers: 0
  cts_resized: 0
routing:
  first_pass_iters: 5
  drt_iter0_drc: 349
  met2_length_um: 5300
  highest_layer: "met4"
  drtAntennaViolNets: 0
  wirelength_um: 12000
  post-route-drc-count: 0
  vias: 4028
  routed_via_density: 5.18
  antenna_cells_inserted: 0
  met3_length_um: 630
  wl_met1_um: 5970
  routedWlPerCell_um: 15.4
final_layout:
  drive_above_1_share_pct: 12.7
  final_cell_area_mm2: 0.00599
  synthToLayoutAreaGrowth_pct: 25.6
  final_util_pct: 39.0
run_status:
  status: "completed"
grt:
  grt_pass1_vias: 3964
  grt_overflow: 0
  grt_pass1_wl_um: 20300
  antenna_found_initial: 0
  grt_usage_pct: 15.9
  grt_max_degree: 54
setup_path:
  slowest_stage: "clkdlybuf4s50_1"
  path_max_fanout: 4
  rr_worst_depth: 10
  arrival_ps: 6490
  reg2reg_to: "data_out[26]"
  critPathTopFamily: "AND-OR/OR-AND gates"
  endpoint: "data_out[26]"
  r2r-start: "acc[0]"
  end_kind: "flip-flop"
  path_depth: 11
  path_cells: "clkdlybuf4s50_1 > ha_1 > fa_1 > a211oi_1 > o21ai_1 > nand3_2 > a21oi_2 > o31ai_4 > nand3_1 > a31o_1 > mux2_4"
  worstPathRequired_ps: 18520
  startpoint_type: "input pin"
  slowest_delay_ps: 450
  setup.worst_path.class: "input pin to flip-flop"
  reg2reg_slack_ps: 15420
  critPathBufInv: 1
  critPathLaunch: "data_in[0]"
power_and_ir_drop:
  peakVddDrop_mv: 0.0875
  p_leak_nw: 2.60
  power_density_mw_per_mm2: 164
job:
  drv_cap: 0
  warnings: 25
worst_hold_path:
  hp-class: "flip-flop to flip-flop"
placed cells by master (no fill, tap or decap), types with 8 or more instances in the layout:
master and count:
ha_1 32, clkdlybuf4s50_1 69, a21oi_1 40, o21ai_0 19
dfrtp_1 70, a222oi_1 14, nand3_1 9, a21o_1 10
xor2_1 8, mux2_2 17, xnor2_1 12, buf_4 9
clkbuf_16 9, nor2_1 35, mux2i_1 16, o21ai_1 11
inv_1 23, nand2_1 39
layout make-up:
cell class	count	area, um2
clock buffer	9	225
clock inverter	7	72.6
fill	1442	9380
inverter	24	90.1
multi-input combinational	377	2800
sequential	71	1780
tap	211	264
timing repair buffer	78	758
stage by stage:
| step | power (mW) | hold WS, ps | worst slack (ps) | cells |
|---|---|---|---|---|
| after floorplan | 0.637 | 348 | 12430 | 497 |
| after global placement | 0.803 | 363 | 11700 | 761 |
| after detailed placement | 0.805 | 361 | 11700 | 761 |
| after CTS | 0.990 | 377 | 12030 | 777 |
| after global routing | 1.07 | 402 | 11870 | 777 |
| final | 0.983 | 375 | 12030 | 777 |
worst reg2reg max path, stage by stage (launching register included):
cell and delay [ps]:
dfrtp_1 400, ha_1 240, fa_1 440, a211oi_1 330, o21ai_1 180, nand3_2 130, a21oi_2 90, o31ai_4 350
nand3_1 120, a31o_1 240, mux2_4 250
state kept, by name, indices dropped and copies added (netlist names):
| name | cells |
|---|---|
| acc | 33 |
| done | 1 |
| data_out | 33 |
| state | 3 |
| busy | 1 |
kinds of logic after synthesis:
family	after synthesis	synth area share, %
adders and majority gates	33	8.81
buffers and inverters	49	4.09
and+or+nand+nor	131	13.6
DFF	71	37.3
muxes	36	8.24
AOI/OAI and AO/OA	157	24.3
xor gates and xnor gates	20	3.67
report_power, final:
group | internal, mW | switching (mW) | leakage, nW
clock network | 0.106 | 0.0698 | 0.142
logic | 0.262 | 0.272 | 1.59
registers | 0.229 | 0.0439 | 0.871
total | 0.597 | 0.386 | 2.60
routing by layer:
metal	track usage, %	up-vias
li1	-	1991
met1	23.8	1925
met2	24.8	105
met3	3.78	7
met4	1.45	0
met5	0	-
worst min-delay path by stage:
| stage | startpoint | endpoint | slack, ps | depth (start not counted) |
|---|---|---|---|---|
| 4_1_cts | state[1] | done | 380 | 0 |
| 5_1_grt | state[1] | done | 400 | 0 |
| 6_report | state[1] | done | 370 | 0 |
Power figures rest on the tool's default switching activity, not on a simulated workload.
